==> design/flow/run.sh <==
#!/bin/bash
# OpenROAD 26Q1-2900-gdf79404cd8, Yosys 0.63+post, stock flow scripts
make -C /OpenROAD-flow-scripts/flow DESIGN_CONFIG=/design/flow/config.mk WORK_HOME=/design/flow/orfs finish
==> design/flow/config.mk <==
export PLATFORM = sky130hd
export DESIGN_NAME = image_processor
export DESIGN_NICKNAME = image_processor
export VERILOG_FILES = /design/flow/design.v
export SDC_FILE = /design/flow/constraint.sdc
export NUM_CORES = 4
export LEC_CHECK = 1
export CORE_UTILIZATION = 40
==> design/flow/constraint.sdc <==
current_design image_processor

set clk_period 9.4
set clk_io_pct 0.2

create_clock -name clk0 -period $clk_period [get_ports {clk}]

set non_clock_inputs [all_inputs -no_clocks]
set_input_delay [expr $clk_period * $clk_io_pct] -clock clk0 $non_clock_inputs
set_output_delay [expr $clk_period * $clk_io_pct] -clock clk0 [all_outputs]
==> design/flow/design.v <==
module gray_converter(
    input [23:0] rgb_in,
    output [7:0] rgb_out 
);
assign rgb_out = (rgb_in[7:0] >> 4) + (rgb_in[15:8] >> 1) + (rgb_in[23:16] >> 2);
endmodule
module image_processor #(parameter WIDTH = 100, parameter DATA_WIDTH = 8) (
    input clk,
    input rst_n,
    input shift_en,
    input [3*DATA_WIDTH-1:0] data_in,
    output logic [3*DATA_WIDTH-1:0] out_pixel
);
logic [DATA_WIDTH-1:0] row_sync0;
logic [DATA_WIDTH-1:0] row_sync1;
logic [DATA_WIDTH-1:0] row_sync2;
logic [DATA_WIDTH-1:0] gray_px;
logic [DATA_WIDTH-1:0] sobel_result;
logic [DATA_WIDTH-1:0] p11, p12, p13, p21, p22, p23, p31, p32, p33;
gray_converter gc(.rgb_in(data_in), .rgb_out(gray_px));
row_fifo_manager #(.WIDTH(100), .DATA_WIDTH(8)) rfm (.clk(clk), .rst_n(rst_n), .shift_en(shift_en),
                      .data_in(gray_px), .row0(row_sync0), .row1(row_sync1), .row2(row_sync2));
pixel_matrix_3x3 #(.WIDTH(100), .DATA_WIDTH(8)) pm3x3 (.clk(clk), .rst_n(rst_n), .shift_en(shift_en), 
                        .row0(row_sync0), .row1(row_sync1), .row2(row_sync2),
                        .p11(p11), .p12(p12), .p13(p13),
                        .p21(p21), .p22(p22), .p23(p23),
                        .p31(p31), .p32(p32), .p33(p33));
sobel_kernel #(.THRESHOLD(350)) kernel (
        .clk, .rst_n,
        .p11, .p12, .p13, .p21, .p22, .p23, .p31, .p32, .p33,
        .out_pixel(sobel_result)
    );
assign out_pixel = {sobel_result, sobel_result, sobel_result};
endmodule
module line_buffer #(parameter WIDTH = 100, parameter DATA_WIDTH = 24) (
    input clk,
    input rst_n,
    input shift_en,
    input [DATA_WIDTH-1:0] data_in,
    output [DATA_WIDTH-1:0] data_out
);
logic [DATA_WIDTH-1:0] arr [WIDTH-1:0];
always_ff @(posedge clk or negedge rst_n) begin
    if(!rst_n) begin
        for(int i = 0; i < WIDTH; i = i+1) begin
            arr[i] <= {DATA_WIDTH{1'b0}};
        end
    end
    else if (shift_en) begin
        arr[0] <= data_in;
        for(int i = 1; i < WIDTH; i = i+1) begin
            arr[i] <= arr[i-1];
        end 
    end
end
assign data_out = arr[WIDTH-1];
endmodule
module pixel_matrix_3x3 #(parameter WIDTH = 100, parameter DATA_WIDTH = 24) (
    input clk,
    input rst_n,
    input shift_en,
    input [DATA_WIDTH-1:0] row0,
    input [DATA_WIDTH-1:0] row1, 
    input [DATA_WIDTH-1:0] row2,
    output logic [DATA_WIDTH-1:0] p11,
    output logic [DATA_WIDTH-1:0] p12,
    output logic [DATA_WIDTH-1:0] p13,
    output logic [DATA_WIDTH-1:0] p21,
    output logic [DATA_WIDTH-1:0] p22,
    output logic [DATA_WIDTH-1:0] p23,
    output logic [DATA_WIDTH-1:0] p31,
    output logic [DATA_WIDTH-1:0] p32,
    output logic [DATA_WIDTH-1:0] p33
);
always_ff @(posedge clk or negedge rst_n) begin
    if(!rst_n) begin
        p11 <= '0;
        p12 <= '0;
        p13 <= '0;
    end
    else if(shift_en) begin
        p11 <= row0;
        p12 <= p11;
        p13 <= p12;
    end
end
always_ff @(posedge clk or negedge rst_n) begin
    if(!rst_n) begin
        p21 <= '0;
        p22 <= '0;
        p23 <= '0;
    end
    else if(shift_en) begin
        p21 <= row1;
        p22 <= p21;
        p23 <= p22;
    end
end
always_ff @(posedge clk or negedge rst_n) begin
    if(!rst_n) begin
        p31 <= '0;
        p32 <= '0;
        p33 <= '0;
    end
    else if(shift_en) begin
        p31 <= row2;
        p32 <= p31;
        p33 <= p32;
    end
end
endmodule
module row_fifo_manager #(parameter WIDTH = 100, parameter DATA_WIDTH = 8) (
    input clk,
    input rst_n,
    input shift_en,
    input [DATA_WIDTH-1:0] data_in,
    output [DATA_WIDTH-1:0] row0,
    output [DATA_WIDTH-1:0] row1,
    output [DATA_WIDTH-1:0] row2
);
logic [DATA_WIDTH-1:0] lb1_out;
logic [DATA_WIDTH-1:0] lb2_out;
line_buffer #(.WIDTH(WIDTH+1), .DATA_WIDTH(DATA_WIDTH))lb1 (.clk(clk), .rst_n(rst_n), .shift_en(shift_en),
                .data_in(data_in), .data_out(lb1_out));
line_buffer #(.WIDTH(WIDTH), .DATA_WIDTH(DATA_WIDTH)) lb2 (.clk(clk), .rst_n(rst_n), .shift_en(shift_en),
                .data_in(lb1_out), .data_out(lb2_out));
assign row2 = data_in;
assign row1 = lb1_out;
assign row0 = lb2_out;
endmodule
module sobel_kernel #(
    parameter THRESHOLD = 350   
)(
    input  logic clk,
    input  logic rst_n,
    input  logic [7:0] p11, p12, p13,
    input  logic [7:0] p21, p22, p23,
    input  logic [7:0] p31, p32, p33,
    output logic [7:0] out_pixel  
);
    logic signed [10:0] Gx, Gy;
    logic [10:0] abs_gx, abs_gy, sum_final;
    always_ff @(posedge clk or negedge rst_n) begin
        if(!rst_n) begin
            out_pixel <= 8'h0;
            Gx <= '0; Gy <= '0;
            abs_gx <= '0; abs_gy <= '0;
            sum_final <= '0;
        end else begin
            Gx <= (p13 + (p23 << 1) + p33) - (p11 + (p21 << 1) + p31);
            Gy <= (p11 + (p12 << 1) + p13) - (p31 + (p32 << 1) + p33);
            abs_gx <= (Gx < 0) ? -Gx : Gx;
            abs_gy <= (Gy < 0) ? -Gy : Gy;
            sum_final <= abs_gx + abs_gy;
            if (sum_final > THRESHOLD)
                out_pixel <= 8'hFF; 
            else
                out_pixel <= 8'h00; 
        end
    end
endmodule
==> run notes <==
* drt initial violations: 1,508
* Worst Setup Start Kind: flip-flop
* total iterations of the first detailed-routing run: 4
* power per cell area: 239 nW/um^2
* sum of overflow across all layers after global routing: 0
* post-synthesis cell count: 4,056
* synthesis warning total: 6
* most used logic cell in the final layout: sky130_fd_sc_hd__dfrtp_1
* number of warnings in the stage logs: 63
* most numerous logic cells after layout: sky130_fd_sc_hd__dfrtp_1 (1,688), sky130_fd_sc_hd__mux2_2 (1,612), sky130_fd_sc_hd__clkbuf_16 (169)
* antenna-violating nets left: 0
* number of slew-limit violations in the final report: 0
* drc violations: 0
* number of diodes added for antenna fixing: 0
* ratio of cells with drive above 1 in the final layout: 0.456
* global-route wire length before repair: 158,000 um
* mean instance size in the synthesized netlist: 16.2 um^2
* total design power: 17.7 mW
* reg2reg path depth: 17
* yosys-reported design area after synthesis: 65,800 um^2
* final cycle utilization of the critical path: 0.503
* Data required, critical path: 10,100 ps
* number of flip-flops and latches in the synthesized netlist: 1,688
* Distinct lib cells used: 49
* clock edge transition at the registers on the reported setup and hold paths: 60 ps
* fraction of registers with async set/reset: 1.00
* Hold Vio Cnt, Final: 0
* synthesis-to-layout area growth: 12.7%
* Static Leakage: 37.4 nW
* Insertion Delay late pin: 790 ps
* post-detailed-placement half-perimeter wirelength: 49,900 um
* detailed-route vias per instance: 4.79
* final core occ: 0.455
* post-synthesis cell count from yosys: 4,056
* Init Core Util: 0.404
* number of enable flip-flop cells: 0
* result of the run: finished clean
* met2 track demand over resource: 0.173
* minimum clock period: 4730 ps
* core region area: 163,000 um^2
* total length of routed wires: 87,600 um
* final instance area: 74,100 um^2
* final count of negative-setup-slack endpoints: 0
* hold path start: kernel.Gx[0]$_DFF_PN0_
* number of antenna violations at the first check in global routing: 0
* Fin Setup TNS: 0 ps
* Max Clock Freq: 211 MHz
* minimum setup slack among reg-to-reg paths: 4670 ps
* post-detailed-placement cell area: 68,400 um^2
* IR drop worst, VDD: 200 uV
* maximum number of pins on one net before global-route repair: 143
* GR peak layer: met1
* Clock Root Buffer: sky130_fd_sc_hd__clkbuf_16
* worst min-delay path category: flip-flop to flip-flop
* crit end category: flip-flop
* Routed wire per std cell: 13.7 um
* overall chip area: 166,000 um^2
* y dimension of the die: 407 um
* Hold Path Cell Cnt: 0
* vias in the first global route: 32,141
* met1 routing resource usage after global routing: 0.185
* worst setup path category: flip-flop to flip-flop
* Worst Setup Slack post-DPL: 4670 ps
* Area contributors post-synth: sky130_fd_sc_hd__dfrtp_1 (64%), sky130_fd_sc_hd__mux2_2 (28%), sky130_fd_sc_hd__ha_1 (1.4%)
* post-cts resize count: 0
* # H-tree levels: 4
* Setup Fix Bufs, Post-CTS: 0
* total number of vias: 30,697
* portion of the post-synthesis area used by sequential elements: 0.642
* largest clock skew in the final design: 28.4 ps
* I/O pin count: 51
* final setup slack of the worst path: 4670 ps
* die width: 407 um
* placement row count: 148
* maximum fanout count along the critical path: 5
* final weighted congestion of routability-driven global placement: 0.783
* startpoint of the worst register-to-register path: pm3x3.p31[1]$_DFFE_PN0P_
* transition at the pin with the smallest max-transition slack: 807 ps
* Reg-to-Reg End: kernel.Gy[10]$_DFF_PN0_
* Max-slew headroom: 0.462
* maximum buffer depth of the clock tree: 3
* CTS tree: built
* Post-CTS Hold Buffers: 0
* number of clock buffers inserted by TritonCTS: 167
* IO buf count: 43
* setup repair after global routing missed its margin: no
* Post-synth top flop: sky130_fd_sc_hd__dfrtp_1
* Hold Crit Endpoint: kernel.abs_gx[0]$_DFF_PN0_
* leading area contributor after synthesis: sky130_fd_sc_hd__dfrtp_1
* sinks on the clock net: 1,688
* GRT Util Overall: 0.116
* maximum capacitance violations: 0
* Cell Area, Synth: 65,800 um^2
* data arrival time of the worst path: 5430 ps
* Top-area cell share: 0.642
* global-route track usage on met3: 0.0224
flip-flops by register name, summed over array words and instances (netlist names):
signal	count
rfm.lb1.arr	784
kernel.Gy	11
kernel.abs_gy	11
pm3x3.p31	8
pm3x3.p33	8
kernel.sum_final	11
kernel.Gx	11
rfm.lb2.arr	776
pm3x3.p13	8
pm3x3.p23	8
pm3x3.p32	8
kernel.abs_gx	11
kernel.out_pixel	1
pm3x3.p22	8
pm3x3.p12	8
pm3x3.p11	8
pm3x3.p21	8
cell families after synthesis:
family                   count (synthesis)  synth area share
AND-OR/OR-AND                          139            0.0136
multiplexers                          1616             0.277
buffers and inverters                  306            0.0221
XOR/XNOR                                73           0.00972
adder cells (fa/ha/maj)                118            0.0272
flip-flops                            1688             0.642
AND/OR/NAND/NOR                        116           0.00852
report_power, final:
group,internal [mW],switching [mW]
combinational,1.37,1.38
clock,4.03,2.73
sequential,7.89,0.319
cell type report:
type / count / area [um^2]
Clock buffer: 249 / 4970
Multi-Input combinational cell: 2062 / 22100
Clock inverter: 55 / 749
Sequential cell: 1688 / 42200
Inverter: 98 / 368
Fill cell: 13944 / 88900
Timing Repair Buffer: 86 / 963
Tap cell: 2175 / 2720
cell usage after synthesis, drive strengths merged, types with 3 or more instances:
library cell  instances
ha                   76
xnor2                51
nand2b                8
dfrtp              1688
xor2                 22
nand3                 8
mux2i                 4
a211oi               10
or3                   6
o211ai                3
a21oi                30
and3                  3
o31ai                 4
a21o                 14
nor3                  9
o21ai                48
mux2               1612
o21a                  7
o21bai                8
clkbuf               12
inv                  96
buf                 196
fa                   42
nor2                 30
nor2b                 7
nand2                38
worst max-delay path, stage by stage (launching register included):
cell,delay [ps]
sky130_fd_sc_hd__dfrtp_1,450
sky130_fd_sc_hd__ha_1,270
sky130_fd_sc_hd__fa_1,470
sky130_fd_sc_hd__a21o_1,170
sky130_fd_sc_hd__a21oi_1,390
sky130_fd_sc_hd__o21bai_1,110
sky130_fd_sc_hd__a21oi_1,180
sky130_fd_sc_hd__xor2_1,110
sky130_fd_sc_hd__fa_1,540
sky130_fd_sc_hd__inv_1,60
sky130_fd_sc_hd__fa_1,530
sky130_fd_sc_hd__inv_1,40
sky130_fd_sc_hd__ha_1,350
sky130_fd_sc_hd__and4_1,190
sky130_fd_sc_hd__a2bb2o_1,270
sky130_fd_sc_hd__a211oi_1,250
sky130_fd_sc_hd__o21ba_1,160
sky130_fd_sc_hd__xnor2_1,110
metal layers:
| layer | routed length [um] | vias to the layer above | part of all wire |
|---|---|---|---|
| met5 | 0 | - | 0 |
| met4 | 2310 | 0 | 0.026 |
| met3 | 3270 | 170 | 0.037 |
| met2 | 40700 | 291 | 0.47 |
| met1 | 41300 | 15867 | 0.47 |
| li1 | - | 14369 | - |
how the worst max path moves through the flow:
stage	slack (ps)	endpoint	from	cells after the start
CTS	4650	kernel.Gy[10]$_DFF_PN0_	pm3x3.p31[1]$_DFFE_PN0P_	17
global route	4380	kernel.Gy[10]$_DFF_PN0_	pm3x3.p11[1]$_DFFE_PN0P_	17
finish	4670	kernel.Gy[10]$_DFF_PN0_	pm3x3.p31[1]$_DFFE_PN0P_	17
stage by stage:
stage / hold slack [ps] / cells
4_1_cts: 446 / 6413
3_5_place_dp: 423 / 6109
3_3_place_gp: 427 / 6109
2_1_floorplan: 376 / 4056
6_report: 438 / 6413
5_1_grt: 466 / 6413
Power and IR drop assume default switching activity.
